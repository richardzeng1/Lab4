`flow/run.sh`:
```
#!/bin/bash
# OpenROAD 26Q1-2900-gdf79404cd8, Yosys 0.63+post, stock flow scripts
make -C /OpenROAD-flow-scripts/flow DESIGN_CONFIG=/design/flow/config.mk WORK_HOME=/design/flow/orfs finish
```
`flow/config.mk`:
```
export PLATFORM = sky130hd
export DESIGN_NAME = Part3
export DESIGN_NICKNAME = Part3
export VERILOG_FILES = /design/flow/design.v
export SDC_FILE = /design/flow/constraint.sdc
export NUM_CORES = 4
export LEC_CHECK = 1
export CORE_AREA = 10 10 70 70
export DIE_AREA = 0 0 80 80
```
`flow/constraint.sdc`:
```
current_design Part3

set clk_period 1.0
set clk_io_pct 0.2

create_clock -name clk0 -period $clk_period [get_ports {KEY}]

set non_clock_inputs [all_inputs -no_clocks]
set_input_delay [expr $clk_period * $clk_io_pct] -clock clk0 $non_clock_inputs
set_output_delay [expr $clk_period * $clk_io_pct] -clock clk0 [all_outputs]
```
`flow/design.v`:
```
module Part3(SW, KEY, LEDR);
	 input [9:0] SW;
	 input [3:0] KEY;
	 output [7:0] LEDR;
	 wire w6, w5, w4, w3, w2, w1, w0;
	 reg firstIn;
	 always @(*)
	 begin
	     case(KEY[3])
		      1'b0: firstIn = 1'b0;
				1'b1: firstIn = SW[7];
				default: firstIn = 1'b0;
			endcase
	 end
	 shifterBit s7(
	     .LV(SW[7]),
		  .IN(firstIn),
		  .LN(KEY[1]),
		  .SR(KEY[2]),
		  .R(SW[9]),
		  .CLK(KEY[0]),
		  .Q(w6)
	 );
	 shifterBit s6(
	     .LV(SW[6]),
		  .IN(w6),
		  .LN(KEY[1]),
		  .SR(KEY[2]),
		  .R(SW[9]),
		  .CLK(KEY[0]),
		  .Q(w5)
	 );
	 shifterBit s5(
	     .LV(SW[5]),
		  .IN(w5),
		  .LN(KEY[1]),
		  .SR(KEY[2]),
		  .R(SW[9]),
		  .CLK(KEY[0]),
		  .Q(w4)
	 );
	 shifterBit s4(
	     .LV(SW[4]),
		  .IN(w4),
		  .LN(KEY[1]),
		  .SR(KEY[2]),
		  .R(SW[9]),
		  .CLK(KEY[0]),
		  .Q(w3)
	 );
	 shifterBit s3(
	     .LV(SW[3]),
		  .IN(w3),
		  .LN(KEY[1]),
		  .SR(KEY[2]),
		  .R(SW[9]),
		  .CLK(KEY[0]),
		  .Q(w2)
	 );
	 shifterBit s2(
	     .LV(SW[2]),
		  .IN(w2),
		  .LN(KEY[1]),
		  .SR(KEY[2]),
		  .R(SW[9]),
		  .CLK(KEY[0]),
		  .Q(w1)
	 );
	 shifterBit s1(
	     .LV(SW[1]),
		  .IN(w1),
		  .LN(KEY[1]),
		  .SR(KEY[2]),
		  .R(SW[9]),
		  .CLK(KEY[0]),
		  .Q(w0)
	 );
	 shifterBit s0(
	     .LV(SW[0]),
		  .IN(w0),
		  .LN(KEY[1]),
		  .SR(KEY[2]),
		  .R(SW[9]),
		  .CLK(KEY[0]),
		  .Q(LEDR[0])
	 );
	 assign LEDR[1] = w0;
	 assign LEDR[2] = w1;
	 assign LEDR[3] = w2;
	 assign LEDR[4] = w3;
	 assign LEDR[5] = w4;
	 assign LEDR[6] = w5;
	 assign LEDR[7] = w6;
endmodule
module shifterBit(LV, IN, LN, SR, R, CLK, Q);
    input LV, IN, LN, SR, R, CLK;
	 output Q;
    wire toMux1;
	 wire toLatch;
	 wire out;
    mux2to1 mux0(
	     .x(out),
		  .y(IN),
		  .s(SR),
		  .m(toMux1)
	 );
	 mux2to1 mux1(
	     .x(LV),
		  .y(toMux1),
		  .s(LN),
		  .m(toLatch)
	 );
	 flipFlop a(
	     .d(toLatch),
		  .clk(CLK),
		  .reset_n(R),
		  .q(out)
	 );
	 assign Q = out;
endmodule
module flipFlop(d, clk, reset_n, q);
    input d;
	 input clk;
	 input reset_n;
	 output reg q;
	 always @(posedge clk)
	 begin
	     if (reset_n == 1'b0)
		      q <= 1'b0;
		  else
		      q <= d;
	 end
endmodule
module mux2to1(x, y, s, m);
    input x, y, s;  
	 output m; 
	 assign m = s & y | ~s & x;
endmodule
```
==> summary.txt <==
Rows = 21
Netlist Area Pre-Place = 419 um^2
DIE HEIGHT = 80 um
Initial DRC Count = 30
Crit path DRT = 1.10 ns
Max Transition Viols Final = 0
Wire per inst = 10.7 um
Core Region = 3420 um^2
Gate Area = 176 um^2
Crit path kind = clock port to register
Flip-flops with a built-in enable = 0
Synthesized area per cell = 9.75 um^2
Flop2flop setup slack = 0.22 ns
Core Util at FP = 12.3%
Relative slew slack = 87.3%
Crit start category = clock port
Number of buffers added on ports = 17
Clk slew on worst S/H paths = 0.04 ns
Largest cells by area = dfxtp_1, mux2i_1, buf_4, a21oi_1, o21ai_0
Hold path depth = 2
Wl on met1 = 449 um
1st-pass router iterations = 4
Drt total wl = 1.22 mm
Worst Hold Margin = -0.0398 ns
Tmin final = 0.917 ns
Fraction of layout cells with a size suffix above 1 = 42.6%
Fin area = 718 um^2
Crit path max fanout = 8
Pin count of the biggest net entering global routing = 10
Filler instances = 379
First-pass GRT wire length = 2.01 mm
FF+latch count, synth = 8
Chip Area, Yosys = 419 um^2
Chip area = 6400 um^2
Critical Path End Type = register
Sequential Area = 170 um^2
GR Overflow Total = 0
Seq share, synth = 38.2%
Failing checks = hold timing
Fmax = 1090 MHz
Yosys top cell area share = 38.2%
Top_reg_cell synth = dfxtp_1
Post-layout period usage = 91.7%
Vias post-DR = 385
Worst Tran Pin Value = 0.189 ns
Die width = 80 um
Antenna Cells = 0
Top Layer Used = met4
Tool warnings = 120
Power Density = 3190 nW/um^2
Lkg Pwr = 0.299 nW
Vias per inst = 3.38
Status = finished with violations
Setup violations, final = 0
Post-CTS Hold Fix Bufs = 0
Post-synthesis cell type count = 11
RSZ-0062 raised after global routing = false
CP Data Arrival Time = 1.02 ns
Dpl cell area = 609 um^2
Post-route insts no fill = 114
Peak supply drop = 0.672 mV
Clock Latency Late Sink = 0.22 ns
Vias in the first global route = 583
GRT Overall Usage = 4.17%
Met2 WL post-DR = 576 um
Cell type with the largest total area = dfxtp_1
Synth warn = 2
HPWL after DPL = 917 um
Gpl congestion = 0.750
Mapped Cells = 43
Hold Crit Class = clock port to register
Remaining DRCs = 0
Max_cap viols = 0
Hold Startpoint = KEY[3]
R2R depth = 3
Initial antenna violation count = 0
DR WL met3 = 154 um
CTS tree = yes
Placed cell count = 102
Async SR Flop Fraction = 0%
Number of standard cells reported by yosys = 43
I/O pin cnt = 22
Final hold vios = 1
Layout area overhead = 71.3%
Most frequent cells after synthesis = buf_4, dfxtp_1, a21oi_1, mux2i_1, o21ai_0
Clk_skew = 0 ns
Final ANT Viol Nets = 0
==> report_power, final <==
part	switching [W]	internal, W	total, W
sequential	0.0000598	0.000479	0.000539
combinational	0.0000830	0.000265	0.000348
clock	0.000504	0.000903	0.00141
==> worst max-delay path: stages <==
cell	delay (ns)
clkbuf_4	0.11
clkbuf_4	0.15
o21ai_0	0.20
a21oi_1	0.06
==> kinds of logic after synthesis <==
group           Yosys count  share of synthesized area, %
mux                       7                          16.7
buf+inv                  10                          19.7
simple gates              2                          2.98
flops                     8                          38.2
compound gates           16                          22.4
==> layout make-up <==
| class | count | area share, % |
|---|---|---|
| multi-input combinational | 25 | 24.6 |
| timing repair buffer | 24 | 30.3 |
| tap | 46 | 8.01 |
| clock buffer | 11 | 13.4 |
| sequential | 8 | 23.7 |
==> placed cells by master (no fill, tap or decap), drive strengths merged <==
master         Yosys  routed
clkdlybuf4s50      0       9
mux2i              7       7
nand4b             1       1
dfxtp              8       8
buf               10       7
a21boi             1       1
a21oi              7       7
o21ai              8       8
clkdlybuf4s15      0       7
clkbuf             0      12
nand2              1       1
==> stage by stage <==
step / TNS (ns) / power [W] / utilization [%] / setup slack [ns]
finish: 0 / 0.00229 / 21.0 / 0.0826
global placement: -0.368 / 0.00134 / 17.8 / -0.0544
detailed placement: -0.441 / 0.00134 / 17.8 / -0.0619
CTS: 0 / 0.00251 / 21.2 / 0.0175
global route: 0 / 0.00270 / 21.0 / 0.00277
floorplan: 0 / 0.00146 / - / 0.0594
==> worst max-delay path by stage <==
stage	slack (ns)	from	endpoint
global route	0.003	KEY[1]	register
finish	0.08	KEY[1]	register
CTS	0.02	register	LEDR[1]
==> metal layers <==
metal  GRT usage (%)  vias to the layer above
li1                -                      201
met1            2.54                      170
met2            3.93                       10
met3            6.93                        4
met4            5.63                        0
met5               0                        -
==> timing repair <==
item                       in CTS  in global routing
gates cloned                    0                  0
buffers inserted                1                  0
resized                        24                  1
setup endpoints to repair       8                  1
Power is estimated from default activity; no workload was simulated.
